[./config.mk]
export PLATFORM = sky130hd
export DESIGN_NAME = uart_mmio
export DESIGN_NICKNAME = uart_mmio
export VERILOG_FILES = /design/flow/design.v
export SDC_FILE = /design/flow/constraint.sdc
export NUM_CORES = 4
export LEC_CHECK = 1
export CORE_UTILIZATION = 30
[./constraint.sdc]
current_design uart_mmio

set clk_period 5.0
set clk_io_pct 0.2

create_clock -name clk0 -period $clk_period [get_ports {clk}]

set non_clock_inputs [all_inputs -no_clocks]
set_input_delay [expr $clk_period * $clk_io_pct] -clock clk0 $non_clock_inputs
set_output_delay [expr $clk_period * $clk_io_pct] -clock clk0 [all_outputs]
[./design.v]
`timescale 1ns / 1ps
module uart_rx #(
    parameter CLKS_PER_BIT = 868
)(
    input wire clk,
    input wire rst,
    input wire rx,
    output reg[7:0] rx_data,
    output reg rx_valid
    );
    localparam S_IDLE  = 2'd0;
    localparam S_START = 2'd1;
    localparam S_DATA  = 2'd2;
    localparam S_STOP  = 2'd3;
    reg[1:0] state;
    reg[31:0] clk_count;
    reg[2:0] bit_index;
    reg[7:0] data;
    reg rx_meta;
    reg rx_sync;
    always @(posedge clk or posedge rst) begin
        if (rst) begin
            rx_meta <= 1'b1;
            rx_sync <= 1'b1;
        end else begin
            rx_meta <= rx;
            rx_sync <= rx_meta;
        end
    end
    always @(posedge clk or posedge rst) begin
        if (rst) begin
            state <= S_IDLE;
            clk_count <= 32'b0;
            bit_index <= 3'b0;
            data <= 8'b0;
            rx_data <= 8'b0;
            rx_valid <= 1'b0;
        end else begin
            rx_valid <= 1'b0;
            case (state)
                S_IDLE: begin
                    clk_count <= 32'b0;
                    bit_index <= 3'b0;
                    if (rx_sync == 1'b0) begin
                        state <= S_START;
                    end
                end
                S_START: begin
                    if (clk_count == (CLKS_PER_BIT / 2)) begin
                        if (rx_sync == 1'b0) begin
                            clk_count <= 32'b0;
                            state <= S_DATA;
                        end else begin
                            state <= S_IDLE;
                        end
                    end else begin
                        clk_count <= clk_count + 1'b1;
                    end
                end
                S_DATA: begin
                    if (clk_count == CLKS_PER_BIT - 1) begin
                        clk_count <= 32'b0;
                        data[bit_index] <= rx_sync;
                        if (bit_index == 3'd7) begin
                            state <= S_STOP;
                        end else begin
                            bit_index <= bit_index + 1'b1;
                        end
                    end else begin
                        clk_count <= clk_count + 1'b1;
                    end
                end
                S_STOP: begin
                    if (clk_count == CLKS_PER_BIT - 1) begin
                        clk_count <= 32'b0;
                        rx_data <= data;
                        rx_valid <= 1'b1;
                        state <= S_IDLE;
                    end else begin
                        clk_count <= clk_count + 1'b1;
                    end
                end
                default: begin
                    state <= S_IDLE;
                end
            endcase
        end
    end
endmodule
`timescale 1ns / 1ps
module uart_tx #(
    parameter CLKS_PER_BIT = 868
)(
    input wire clk,
    input wire rst,
    input wire tx_start,
    input wire[7:0] tx_data,
    output reg tx,
    output reg tx_busy
    );
    localparam S_IDLE  = 2'd0;
    localparam S_START = 2'd1;
    localparam S_DATA  = 2'd2;
    localparam S_STOP  = 2'd3;
    reg[1:0] state;
    reg[31:0] clk_count;
    reg[2:0] bit_index;
    reg[7:0] data;
    always @(posedge clk or posedge rst) begin
        if (rst) begin
            state <= S_IDLE;
            clk_count <= 32'b0;
            bit_index <= 3'b0;
            data <= 8'b0;
            tx <= 1'b1;
            tx_busy <= 1'b0;
        end else begin
            case (state)
                S_IDLE: begin
                    tx <= 1'b1;
                    tx_busy <= 1'b0;
                    clk_count <= 32'b0;
                    bit_index <= 3'b0;
                    if (tx_start) begin
                        data <= tx_data;
                        tx <= 1'b0;
                        tx_busy <= 1'b1;
                        state <= S_START;
                    end
                end
                S_START: begin
                    tx <= 1'b0;
                    tx_busy <= 1'b1;
                    if (clk_count == CLKS_PER_BIT - 1) begin
                        clk_count <= 32'b0;
                        bit_index <= 3'b0;
                        tx <= data[0];
                        state <= S_DATA;
                    end else begin
                        clk_count <= clk_count + 1'b1;
                    end
                end
                S_DATA: begin
                    tx_busy <= 1'b1;
                    if (clk_count == CLKS_PER_BIT - 1) begin
                        clk_count <= 32'b0;
                        if (bit_index == 3'd7) begin
                            tx <= 1'b1;
                            state <= S_STOP;
                        end else begin
                            bit_index <= bit_index + 1'b1;
                            tx <= data[bit_index + 1'b1];
                        end
                    end else begin
                        clk_count <= clk_count + 1'b1;
                    end
                end
                S_STOP: begin
                    tx <= 1'b1;
                    tx_busy <= 1'b1;
                    if (clk_count == CLKS_PER_BIT - 1) begin
                        clk_count <= 32'b0;
                        tx_busy <= 1'b0;
                        state <= S_IDLE;
                    end else begin
                        clk_count <= clk_count + 1'b1;
                    end
                end
                default: begin
                    state <= S_IDLE;
                end
            endcase
        end
    end
endmodule
`timescale 1ns / 1ps
module uart_mmio #(
    parameter CLKS_PER_BIT = 868
)(
    input wire clk,
    input wire rst,
    input wire we,
    input wire re,
    input wire[3:0] wstrb,
    input wire[3:0] addr,
    input wire[31:0] wdata,
    output reg[31:0] rdata,
    input wire uart_rx_i,
    output wire uart_tx_o,
    output wire tx_ready,
    output wire rx_valid
    );
    wire tx_busy;
    reg tx_start;
    reg[7:0] tx_data;
    wire[7:0] rx_data_wire;
    wire rx_valid_wire;
    reg[7:0] rx_data_reg;
    reg rx_valid_reg;
    uart_tx #(.CLKS_PER_BIT(CLKS_PER_BIT)) tx(
        .clk(clk),
        .rst(rst),
        .tx_start(tx_start),
        .tx_data(tx_data),
        .tx(uart_tx_o),
        .tx_busy(tx_busy)
        );
    uart_rx #(.CLKS_PER_BIT(CLKS_PER_BIT)) rx(
        .clk(clk),
        .rst(rst),
        .rx(uart_rx_i),
        .rx_data(rx_data_wire),
        .rx_valid(rx_valid_wire)
        );
    assign tx_ready = ~tx_busy;
    assign rx_valid = rx_valid_reg;
    always @(posedge clk or posedge rst) begin
        if (rst) begin
            tx_start <= 1'b0;
            tx_data <= 8'b0;
            rx_data_reg <= 8'b0;
            rx_valid_reg <= 1'b0;
        end else begin
            tx_start <= 1'b0;
            if (rx_valid_wire) begin
                rx_data_reg <= rx_data_wire;
                rx_valid_reg <= 1'b1;
            end
            if (we && addr[3:2] == 2'b00 && wstrb[0] && ~tx_busy) begin
                tx_data <= wdata[7:0];
                tx_start <= 1'b1;
            end
            if (re && addr[3:2] == 2'b01) begin
                rx_valid_reg <= 1'b0;
            end
        end
    end
    always @(*) begin
        case (addr[3:2])
            2'b00: rdata = {24'b0, tx_data};
            2'b01: rdata = {24'b0, rx_data_reg};
            2'b10: rdata = {30'b0, rx_valid_reg, ~tx_busy};
            default: rdata = 32'b0;
        endcase
    end
endmodule
[./run.sh]
#!/bin/bash
# OpenROAD 26Q1-2900-gdf79404cd8, Yosys 0.63+post, stock flow scripts
make -C /OpenROAD-flow-scripts/flow DESIGN_CONFIG=/design/flow/config.mk WORK_HOME=/design/flow/orfs finish
==> changes_impl.md <==
### Physical design

- Yosys warns: 3
- Number of H-tree levels: 4
- Post-route ant nets: 0
- Commonest Layout Cell: dfrtp_1
- Global-route usage over all layers: 0.129
- Fin. Hold Viols: 0
- Hpwl dp: 9040 um
- Top-area cell type share of the netlist area: 0.438
- Startpoint types: input port
- Least-Margin Pin Slew: 829 ps
- First-pass GRT wire length: 24,500 um
- Crit path kind: input port to output port
- Fin. max-slew vios: 0
- Chip Height: 153 um
- Max-Cap Viols: 0
- Synth logic family: simple AND/OR/NAND/NOR gates
- Syn_area_per_cell: 9.83 um2
- Die area: 0.0235 mm2
- Yosys cell count: 698
- Global-route track usage on met3: 0.0211
- Period utilization: 0.741
- Gate power share: 0.031
- Hold Crit Depth: 0
- Flops after synth: 125
- CTS sink cnt: 125
- Post-CTS resize count: 0
- Crit path arrival time: 2710 ps
- Synth async-reset ratio: 1.00
- Total core area: 0.0221 mm2
- Area grow syn2layout: 14.8%
- Post-route DRC: 0
- Row cnt: 54
- Seq pwr share: 0.452
- LEAKAGE: 3.38 nW
- Top area cell types: dfrtp_1 (44%), mux2_2 (4.8%), nor2_1 (2.9%)
- Fin Setup TNS: 0 ps
- Pwr dens: 294 mW/mm2
- Hold Crit Class: flop to flop
- Main synth FF type: dfrtp_1
- Mux frac, synth: 0.0819
- Drt pass-1 iters: 5
- Worst Clk Skew: 9.23 ps
- GRT Max-Usage Layer: met1
- CP max FO: 11
- Net Sw Frac: 0.227
- Initial antenna violation count: 0
- RSZ-0062 raised after global routing: no
- IO buf count: 26
- Largest net degree at the start of global routing: 59
- # diodes: 0
- Vias in the first global route: 4,861
- WL final: 14,200 um
- Post CTS Setup Buffer Count: 0
- Distinct cells, synth: 65
- Yosys simple share: 0.203
- Initial DRC Count: 337
- GR Overflow Total: 0
- XOR/XNOR Fraction of Synth Area: 0.0358
- Late-Pin Clk Latency: 410 ps
- Sequential area share after synthesis: 0.457
- Share of layout cells above drive strength 1: 0.137
- CTS buffer count: 17
- Max-slew headroom: 0.445
- Register-to-Register Path Depth: 5
- M2 GR Usage: 0.194
- Int Pwr: 0.00179 W
- Clock root buffer: clkbuf_16
- Final Critical Period: 3710 ps
- Crit path capture type: output port
- Peak supply drop: 185 uV
- Met1 Use GR: 0.205
- Fp_density: 0.310
- Final Power: 0.00231 W
- CTS tree: done
- Critical Path RT: 4000 ps
- Status: finished clean
- Top flop regs: rx.clk_count (32), tx.clk_count (32)
- F_max: 270 MHz
- Syn Inst Count: 698
- NetSw: 0.000525 W
- Yosys top cell by area: dfrtp_1
- Final Setup Violations: 0
- Hold buffers post-CTS: 0
- Num ports: 80
- Width of the chip: 153 um
- Flip-flops with a built-in enable: 0
- OpenROAD warning count: 58
- Post-DR wirelength/cell: 14.1 um
- Synthesized area: 0.00686 mm2
- Final GP Congestion: 0.794
- Complex Gates by Area: 0.129
- CTS clk-pin slew, worst paths: 50 ps
- Post-synthesis chip area from yosys: 0.00686 mm2
- Adder Share, Synth: 0.0182
- Buffer depth of the longest clock path: 2
- Vias per inst: 5.04
- Detailed-route via count: 5,101
- Clk pwr share: 0.517
- Most frequent cells in the layout: dfrtp_1 (120), nor2_1 (53), nand2_1 (38)
[worst max-delay path: stages]
cell and delay [ps]:
clkdlybuf4s50_1 860, mux2i_1 140, o21ai_0 210, clkdlybuf4s50_1 500
[logic make-up (layout without fill, tap and decap cells)]
logic type	Yosys count	after routing
flops	125	125
simple gates	259	259
compound gates	131	131
other cells	1	24
mux	49	49
xor+xnor	28	28
buf+inv	95	106
fa+ha+maj	10	10
[worst paths after layout]
path	startpoint	endpoint	slack, ps
worst max-delay path	addr[2]	rdata[0]	1290
worst min-delay path	rx.rx_meta$_DFF_PP1_	rx.rx_sync$_DFF_PP1_	350
worst max register to register	rx.clk_count[14]$_DFFE_PP0P_	rx.clk_count[28]$_DFFE_PP0P_	2080
worst min register to register	rx.rx_meta$_DFF_PP1_	rx.rx_sync$_DFF_PP1_	350
max in group asynchronous	rst	rx.state[0]$_DFF_PP1_	2960
min in group asynchronous	rst	tx.clk_count[20]$_DFF_PP0_	1070
[power groups by stage]
stage | clock (W) | sequential (W) | combinational (W)
4_1_cts | 0.00122 | 0.00104 | 0.0000752
5_1_grt | 0.00127 | 0.00105 | 0.0000827
6_report | 0.00119 | 0.00105 | 0.0000723
[per-stage QoR]
step                std cells  setup WS, ps  hold WS, ps   util  cell area (um2)
finish                   1012          1290          354  0.356             7870
global route             1012          1160          358  0.356             7870
CTS                      1012          1270          355  0.356             7870
detailed placement        980          1280          347  0.330             7290
global placement          980          1270          348  0.330             7290
floorplan                 721           681          345      -             6950
[cells in the mapped netlist (all sizes together), types with 3 or more instances]
cell type,number
mux2i,10
nor3,32
a21o,3
a22o,4
nand3,38
xor2,21
o211ai,10
nand2b,4
clkbuf,21
and2,3
o21bai,17
nand2,38
o22ai,3
and3,15
inv,37
xnor2,7
dfrtp,120
dfstp,5
nor4,19
nor2,53
or3,5
buf,37
o21ai,49
or2,3
o2bb2ai,5
a22oi,21
nand4,26
and4,9
or4,5
o221ai,3
ha,10
mux2,37
nor2b,4
a21oi,5
[metal layers]
| layer | share of wire | wire length, um | up-vias |
|---|---|---|---|
| met1 | 0.50 | 7160 | 2467 |
| met5 | 0 | 0 | - |
| met3 | 0.041 | 583 | 7 |
| met4 | 0.0091 | 129 | 0 |
| met2 | 0.45 | 6350 | 90 |
| li1 | - | - | 2537 |
[layout make-up]
type                    instances  area [um2]
fillers                      2145       14200
multi-input cells             501        3320
flip-flops and latches        125        3130
inverters                      37         146
clock buffers                  19         453
well taps                     280         350
repair buffers                 37         343
clock inverters                13         126
Power and IR drop assume default switching activity.
